==> flow/config.mk <==
export PLATFORM = sky130hd
export DESIGN_NAME = alu
export DESIGN_NICKNAME = alu
export VERILOG_FILES = /design/flow/design.v
export SDC_FILE = /design/flow/constraint.sdc
export NUM_CORES = 4
export LEC_CHECK = 1
export CORE_AREA = 10 10 70 70
export DIE_AREA = 0 0 80 80
==> flow/constraint.sdc <==
current_design alu

set clk_period 7.3
set clk_io_pct 0.2

create_clock -name clk0 -period $clk_period

set non_clock_inputs [all_inputs -no_clocks]
set_input_delay [expr $clk_period * $clk_io_pct] -clock clk0 $non_clock_inputs
set_output_delay [expr $clk_period * $clk_io_pct] -clock clk0 [all_outputs]
==> flow/design.v <==
module alu(DATA1,DATA2,RESULT,SELECT);
input  [7:0] DATA1,DATA2;		 
input  [2:0] SELECT;			 
output [7:0] RESULT;			 
reg RESULT;				
always @(DATA1,DATA2,SELECT)
begin
case(SELECT)
	3'b000: #1 RESULT = DATA2;			 
	3'b001: #2 RESULT = DATA1 + DATA2;	 
	3'b010: #1 RESULT = DATA1 & DATA2;   
	3'b011: #1 RESULT = DATA1 | DATA2;   
    default:RESULT=8'bx;			     
endcase
end
endmodule
==> flow/run.sh <==
#!/bin/bash
# OpenROAD 26Q1-2900-gdf79404cd8, Yosys 0.63+post, stock flow scripts
make -C /OpenROAD-flow-scripts/flow DESIGN_CONFIG=/design/flow/config.mk WORK_HOME=/design/flow/orfs finish
==> flow_summary.ini <==
; physical design summary
[setup_path]
timing.critical_path.to_type = primary output
worstSetupPathType = input port to primary output
worst_path_required_ns = 5.84
timing.critical_path.fanout_max = 4
setup.worst_path.start_class = input port
timing.critical_path.arrival_ns = 3.94

[placed_design]
placedCellCount = 174
place_hpwl_um = 1620
port_buffers = 27
gp_congestion = 0.867
pre_cts_ws_ns = 1.92

[synth]
synthesis_area_per_yosys_um2 = 703
top_area_frac = 0.285
syn_inst = 103
post_synth_design_cell_area_um2 = 703
synth-cells-yosys = 103
avgSynthCellArea_um2 = 6.83
synth-seq-area-share = 0
yosys.area.top_type = ha_1
area_leaders = ha_1, inv_1, a21oi_1
synth.lib_cells_used.distinct = 27
ys.warnings.count = 1

[power]
design_power_total_mw = 0.0602
leakage_nw = 0.470
power_switching_mw = 0.0265
combinational_power_share = 1.000
power-per-cell-area_nw_per_um2 = 59.1
p_int_mw = 0.0337
irDropWorstVdd_mv = 0.0129
switching_share = 0.440
power.share.clock = 0
fraction_of_power_consumed_by_sequential_logic = 0

[routing]
routed_wire_length_per_instance_um = 10.8
dr.pass1.iters = 4
drt-total-wl_um = 1870
detail_route.drc_violations = 0
route.antenna.diode_count = 0
dr_total_vias = 750
routed_via_density = 4.31
detailedRoute.firstIterationViolations = 28
final_antenna_net_count = 0

[clocking]
postCtsResizedCells = 0
holdBufCountCts = 0
cts.repair_timing.setup_buffer_count = 0

[sta]
rsz_0062_raised_after_global_routing = false
timing.final.crit_share = 0.740
final_max_slew_viols = 0
slew_worst_pin_ns = 0.610
hold-worst-slack_ns = 3.91
max-slew-margin-rel = 0.592
fmax_ghz = 0.185
setup-tns-final_ns = 0
final.min_clock_period_ns = 5.40
final_hold_violation_count = 0
finalSetupViolations = 0
layout_setup_ws_ns = 1.90

[hold_path]
worst_hold_path_type = input port to primary output
hold_end = RESULT[2]
hold-path-cell-count = 4
worst_hold_startpoint = DATA2[2]

[global_route]
grt_antenna_before_repair = 0
grt_max_degree = 18
first_global_vias = 716
grt_first_pass_wirelength_um = 3170
track_usage = 0.0574
gr_ovfl_total = 0

[cells_and_area]
count_of_filler_cells_inserted_in_the_layout = 372
final_cells = 174
seq_cell_count = 0
drive_gt1_frac = 0.0313
final.clkbuf_count = 0
areaGrowthSynthToFinish_pct = 44.8
logic_area_um2 = 616
regArea_um2 = 0

[run]
timing.max_cap.violations = 0
stage_log_warnings = 40

[floorplan]
dieHeight_um = 80
floorplan.core_area_um2 = 3420
number_of_placed_i_o_pins = 27
floorplan.die_area_um2 = 6400
die_w_um = 80
fp_util = 0.206
num_rows = 21

[outcome]
status = finished clean
-- critical path: stages --
cell and delay, ns:
clkdlybuf4s50_1 0.48, ha_1 0.23, inv_1 0.07, fa_1 0.38, nand2b_1 0.19, a21oi_1 0.19
o21a_1 0.16, nor3_1 0.06, o31ai_2 0.21, clkdlybuf4s50_1 0.50
-- power groups by stage --
stage | registers, mW | clock network (mW) | logic (mW)
after CTS | 0 | 0 | 0.0611
after global routing | 0 | 0 | 0.0682
final | 0 | 0 | 0.0602
-- worst max-delay path by stage --
stage | slack, ns | startpoint | depth (start not counted) | to
final | 1.90 | DATA1[0] | 10 | RESULT[6]
after global routing | 1.73 | DATA2[0] | 10 | RESULT[6]
after CTS | 1.90 | DATA1[0] | 10 | RESULT[6]
-- metal layers --
metal  global-route usage  share of wire  routed length [µm]
met5                    0              0                   0
met4                    0              0                   0
met3               0.0159          0.069                 130
met2                0.101           0.50                 932
met1               0.0716           0.43                 808
-- cell type report --
| type | instances | share of cell area |
|---|---|---|
| inverters | 20 | 0.0737 |
| multi-input cells | 81 | 0.604 |
| well taps | 46 | 0.0565 |
| repair buffers | 27 | 0.265 |
-- layout by cell type, fill, tap and decap left out --
master and n:
clkdlybuf4s50_1 27, o21a_1 2, o21ai_0 5, nor3_1 3
inv_1 20, or3_1 1, o22ai_1 4, nor2b_4 1
a211oi_2 1, nand2_1 4, xor2_1 3, o21bai_1 2
fa_1 1, nand2b_1 5, a21oi_1 10, nor2_1 10
o21ai_1 1, a22oi_1 1, ha_1 16, a211oi_1 4
o221ai_1 1, a31oi_1 1, mux2i_1 2, o31ai_2 1
nand2b_2 1, a32oi_1 1
-- Yosys cell counts (all sizes together) --
library cell  instances
o31ai                 1
inv                  20
o22ai                 4
a21oi                10
o21ai                 6
buf                   2
a32oi                 1
nand2b                6
mux2i                 2
ha                   16
nand2                 4
nor3                  3
a211oi                5
o221ai                1
or3                   1
a31oi                 1
o21bai                2
nor2b                 1
o21a                  2
a22oi                 1
nor2                 10
fa                    1
xor2                  3
-- logic make-up (layout without fill, tap and decap cells) --
| kind of cell | count (synthesis) | count (layout) | share of synthesized area |
|---|---|---|---|
| AOI/OAI and AO/OA | 34 | 34 | 0.315 |
| xor gates and xnor gates | 3 | 3 | 0.0374 |
| adders and majority gates | 17 | 17 | 0.313 |
| buffers and inverters | 22 | 47 | 0.125 |
| muxes | 2 | 2 | 0.0285 |
| and+or+nand+nor | 25 | 25 | 0.181 |
-- through the flow --
stage	cell area [µm²]	utilization
after CTS	1020	0.298
after detailed placement	1020	0.298
final	1020	0.298
after floorplan	703	-
after global routing	1020	0.298
after global placement	1020	0.298
Power is estimated from default activity; no workload was simulated.
